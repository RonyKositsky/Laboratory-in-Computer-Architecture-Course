$ cat run.sh
#!/bin/bash
# OpenROAD 26Q1-2900-gdf79404cd8, Yosys 0.63+post, stock flow scripts
make -C /OpenROAD-flow-scripts/flow DESIGN_CONFIG=/design/flow/config.mk WORK_HOME=/design/flow/orfs finish
$ cat config.mk
export PLATFORM = sky130hd
export DESIGN_NAME = sat_count
export DESIGN_NICKNAME = sat_count
export VERILOG_FILES = /design/flow/design.v
export SDC_FILE = /design/flow/constraint.sdc
export NUM_CORES = 4
export LEC_CHECK = 1
export CORE_AREA = 10 10 70 70
export DIE_AREA = 0 0 80 80
$ cat constraint.sdc
current_design sat_count

set clk_period 2.4
set clk_io_pct 0.2

create_clock -name clk0 -period $clk_period [get_ports {clk}]

set non_clock_inputs [all_inputs -no_clocks]
set_input_delay [expr $clk_period * $clk_io_pct] -clock clk0 $non_clock_inputs
set_output_delay [expr $clk_period * $clk_io_pct] -clock clk0 [all_outputs]
$ cat design.v
module fulladder( sum, co, a, b, ci);
  input   a, b, ci;
  output  sum, co;
  wire and_ab;
  wire and_bci;
  wire and_aci;
  xor(sum, a, b, ci);
  and(and_ab, a, b);
  and(and_bci, b, ci);
  and(and_aci, a, ci);
  or(co, and_ab, and_bci, and_aci);
endmodule
module  add4( sum, co, a, b, ci);
  input   [3:0] a, b;
  input   ci;
  output  [3:0] sum;
  output  co;
  wire [2:0] carries;
  fulladder f0(sum[0], carries[0], a[0], b[0], ci);
  fulladder f1(sum[1], carries[1], a[1], b[1], carries[0]);
  fulladder f2(sum[2], carries[2], a[2], b[2], carries[1]);
  fulladder f3(sum[3], co,a[3], b[3], carries[2]);
endmodule
module	addsub( result, operand_a, operand_b, mode );
	input	[3:0]	operand_a, operand_b;
	input	mode;
	output	[3:0]	result;
	wire co;
	wire	[3:0]	xor_b;
	xor	g0(xor_b[0], mode, operand_b[0]);
	xor	g1(xor_b[1], mode, operand_b[1]);
	xor	g2(xor_b[2], mode, operand_b[2]);
	xor	g3(xor_b[3], mode, operand_b[3]);
	add4	m1(.sum(result), .co(co), .a(operand_a), .b(xor_b),	.ci(mode));
endmodule
module sat_count(clk, reset, branch, taken, prediction);
	parameter N=2;
	input clk, reset, branch, taken;
	output prediction;
	reg [3:0] counter;
	reg [3:0] EXPN = (2 ** N) - 1;
	wire [3:0] next_counter;
	addsub add0(.result(next_counter), .operand_a(counter), .operand_b(4'b1), .mode(~taken));
	always @(posedge clk)
		begin
			if (reset)
				counter <= 0;
			else 
				begin
					if (branch && next_counter >= 0 && next_counter <= EXPN)
						counter <= next_counter;
				end
		end
	assign prediction = counter[N-1];
endmodule
==> results.txt <==
fresh numbers from the pnr run: status=complete, no violations, top flop regs=counter: 4 flops, Final Setup Violations=0, Initial DRT Pass Iterations=3, GRT Overall Usage=0.0174, Chip Width=80 um, Max Cap Violations=0, fin crit share=0.926, sequential area share after synthesis=0.332, Sequential Power Share=0.373, initial antenna violation count=0, met1 Usage GRT=0.0209, fin worst setup slack=0.178 ns, vertical die size=80 um, critical path class=in -> reg, Lkg Pwr=0.126 nW, Congestion Overflow GR=0, syn_area_per_cell=11.5 sq um, Min Clock Period, post-route=2.22 ns, relative slew slack=0.865, first-pass GRT wire length=821 um, Yosys chip area=241 sq um, largest net degree at the start of global routing=5, final hold slack=0.481 ns, Max H-tree Level=1, Routed Antenna Nets=0, fp_density=0.0707, dpl ws=-0.211 ns, Psw=0.0449 mW, Internal Dissipation=0.148 mW, Fmax=450 MHz, RSZ-0062 raised after global routing=no, clk latency late pin=0.23 ns, port buffer count=4, clk root buf=clkbuf_4, Reg with most FFs=counter, Pwr Total=0.193 mW, worst slew pin tran=0.202 ns, Distinct lib cells used=12, io pins=5, TritonCTS Buffers=3, hold_buf cts=0, layout cell share with drive strength beyond 1=0.241, Cells after Synth=21, Startpoint Class=primary input, n_diodes=0, Die Size=0.00640 sq mm, clock sinks=4, worst-case reg-to-reg path depth=6, clk slew on worst S/H paths=0.04 ns, DP Wirelength=378 um, TritonCTS clock tree=built, DRT iter0 DRCs=2, maximum fanout along the worst path=4, grt met2 use=0.0161, area leader, netlist=dfxtp_1, Max IR drop VDD=0.0890 mV, DRC=0, met3 GRT Util=0.0261, WL/cell=6.20 um, Most Crowded Layer GR=met3, Sw Share=0.232, tool warnings=26, Crit path arrival time=2.38 ns, vias in the first global route=177, Hold Path Depth=1, area grow syn2layout=52.8%, Core Region=0.00342 sq mm, Slew Viols, Final=0, final core utilization=0.108, Synth flops=4, Critical Path RT=2.55 ns, Top-area cell share=0.332, FP Rows=21, CP Capture Type=flip-flop, power density cells=524 mW/mm^2, Max Buffers Root-to-Sink=2, worst hold path type=reg -> reg, Worst Clk Skew=0.00463 ns, via count=160, # Cells Yosys=21, total wire length=465 um, clock share of power=0.412, max FFs per register=4, mapped cell area=241 sq um, yosys synthesis warning count=1, Final Hold Viols=0, top post-synthesis cells by area=dfxtp_1 33%, fa_1 17%, a211oi_2 10%, xnor3_1 9.3%, inv_1 6.2%, GPL Wtd Cong=0.730, Via density=2.13, combinational power share=0.215
## cell families after synthesis
kind of cell,count (synthesis),share of synthesized area
xor+xnor,2,0.130
fa+ha+maj,3,0.218
simple gates,4,0.114
flops,4,0.332
compound gates,4,0.145
buf+inv,4,0.0622
## power groups by stage
| stage | Combinational, mW | Clock [mW] | Sequential, mW |
|---|---|---|---|
| global route | 0.0465 | 0.0870 | 0.0726 |
| CTS | 0.0414 | 0.0852 | 0.0722 |
| finish | 0.0415 | 0.0796 | 0.0721 |
## final timing paths
check             start          to  slack, ns
min reg2reg  counter[3]  counter[3]       0.48
min          counter[3]  counter[3]       0.48
max reg2reg  counter[1]  counter[1]       0.51
max               taken  counter[1]       0.18
## stage by stage
stage	setup TNS [ns]	cells	cell area, sq um
2_1_floorplan	0	21	241
3_3_place_gp	-0.588	72	347
3_5_place_dp	-0.719	72	347
4_1_cts	0	75	369
5_1_grt	0	75	369
6_report	0	75	369
## cell usage after synthesis (all sizes together)
library cell	n
a211oi	2
a21oi	2
and2	2
dfxtp	4
fa	2
ha	1
inv	4
nor3	1
nor3b	1
xnor2	1
xnor3	1
## area by class of cell
class,count,area (sq um)
multi-input combinational,13,146
fill,401,3050
timing repair buffer,5,47.5
inverter,4,15.0
clock buffer,3,22.5
sequential,4,80.1
tap,46,57.6
## critical path, cell delays in order
cell and delay, ns:
clkdlybuf4s50_1 0.45, fa_1 0.45, fa_1 0.38, xnor3_1 0.22
and2_4 0.20, a211oi_2 0.19
## routing by layer
metal	routed length, um	vias to the layer above	part of all wire
li1	-	87	-
met1	243	64	0.52
met2	109	9	0.23
met3	112	0	0.24
met4	0	0	0
met5	0	-	0
## repair_timing
item / 4_1_cts / 5_1_grt
endpoints found under the setup margin: 0 / 3
setup buffers: 0 / 0
resized: 0 / 0
## placed cells by master (no fill, tap or decap)
cell             count
a211oi_2             2
a21oi_1              2
and2_1               1
and2_4               1
buf_4                1
clkbuf_4             3
clkdlybuf4s50_1      4
dfxtp_1              4
fa_1                 2
ha_1                 1
inv_1                4
nor3_1               1
nor3b_1              1
xnor2_1              1
xnor3_1              1
No activity file was given, so power comes from the tool's default toggle rates.
