==> ./design.v <==
module ALU(opcode, alu0, alu1, aluout);
   input [4:0] opcode;
   input [31:0] alu0, alu1;
   output [31:0] aluout;
   reg [31:0] 	 aluout;
   always@(alu0 or alu1 or opcode)
     begin
	case (opcode)
	  0: aluout = alu0 + alu1;
	  1: aluout = alu0 - alu1;
	  2: aluout = alu0 << alu1;
	  3: aluout = alu0 >> alu1;
	  4: aluout = alu0 & alu1;
	  5 : aluout = alu0 | alu1;
	  6: aluout = alu0 ^ alu1;
	  7: aluout = alu0[15:0] | (alu1 << 16);
	  16: aluout = alu0 < alu1;
	  17: aluout = alu0 <= alu1;
	  18: aluout = alu0 == alu1;
	  19: aluout = alu0 != alu1;
	  20: aluout = 1;
	  default: aluout = 0;
	endcase
     end
endmodule  
==> ./run.sh <==
#!/bin/bash
# OpenROAD 26Q1-2900-gdf79404cd8, Yosys 0.63+post, stock flow scripts
make -C /OpenROAD-flow-scripts/flow DESIGN_CONFIG=/design/flow/config.mk WORK_HOME=/design/flow/orfs finish
==> ./config.mk <==
export PLATFORM = sky130hd
export DESIGN_NAME = ALU
export DESIGN_NICKNAME = ALU
export VERILOG_FILES = /design/flow/design.v
export SDC_FILE = /design/flow/constraint.sdc
export NUM_CORES = 4
export LEC_CHECK = 1
export CORE_UTILIZATION = 30
==> ./constraint.sdc <==
current_design ALU

set clk_period 19.8
set clk_io_pct 0.2

create_clock -name clk0 -period $clk_period

set non_clock_inputs [all_inputs -no_clocks]
set_input_delay [expr $clk_period * $clk_io_pct] -clock clk0 $non_clock_inputs
set_output_delay [expr $clk_period * $clk_io_pct] -clock clk0 [all_outputs]
==> out/results.tsv <==
metric	value	unit
tightest_slew	0.9553	ns
routabilityCongestion	1.016	
stage_log_warnings	104	
p_leak	0.004190	uW
placed_wire_length_estimate	38860	um
clock_period_minus_final_worst_setup_slack	12.85	ns
post_cts_resize_count	0	
initial_drc_count	1221	
grt_setup_unrepaired	false	
port_buffers	101	
grt_antenna_before_repair	1	
max-cap-violations	0	
power.density_cell_area	25.32	nW/um2
ys_cells	1372	
crit_required	15.84	ns
remaining_drc_errors	0	
min-delay-path-class	input pin to output port	
slowest_delay	0.64	ns
rows	63	
switching_part_of_the_total_power	0.6225	
top_achievable_clock_speed	77.79	MHz
timing.critical_path.arrival	8.89	ns
leading_cell_type_in_the_layout_fill_and_taps_excluded	sky130_fd_sc_hd__nor2_1	
ctsHoldBuffers	0	
layout_setup_ws	6.946	ns
layout-area-overhead-vs-synth	13.70	%
floorplan.die.height	177.5	um
total_internal_power	100.4	uW
netlist.top_cell.by_area	sky130_fd_sc_hd__ha_1	
sw_power	165.5	uW
route.detailed.wl_per_inst	28.05	um
layout.sequential_cells	0	
synth_largest_type_area_fraction	0.1409	
wl	50120	um
timing.setup.critical_path_class	input pin to output port	
grt_first_pass_wirelength	73280	um
worst_path_dominant_cell_family	AND-OR/OR-AND gates	
final.setup.tns	0	ns
post_synth_seq_share	0	
dpl.cell_count	1786	
dieArea	31490	um2
worstPathMaxFanout	25	
pin_count_of_the_biggest_net_entering_global_routing	68	
floorplan.core_area	29950	um2
min_period_over_period	0.6492	
track_usage	0.3208	
yosys-stat-area	9236	um2
vias	11540	
maxSlewHeadroom	0.3619	
finalHoldViolCount	0	
syn_area	9236	um2
max-vdd-ir-drop	0.01263	mV
grt_pass1_vias	10830	
antenna_left	0	
num_io_pins	101	
setup_viol	0	
synth_area_per_cell	6.732	um2
outcome	finished clean	
drt_pass1_iterations	8	
setup_repair_bufs_after_cts	0	
timing.critical_path.slowest_stage_cell	sky130_fd_sc_hd__o41ai_2	
synthDistinctLibCells	81	
critPathCaptureType	output port	
mostFrequentLayoutCells	147 x sky130_fd_sc_hd__nor2_1, 136 x sky130_fd_sc_hd__a21oi_1, 118 x sky130_fd_sc_hd__nand2_1	
cp_cell_sequence	clkdlybuf4s50_1 > buf_4 > clkinv_1 > ha_1 > nor2_1 > o31ai_1 > a31oi_1 > o41ai_2 > o21ai_1 > a31oi_1 > o211ai_1 > a311o_1 > o221ai_1 > clkdlybuf4s50_1	
critPathLaunchType	input pin	
area_leaders	sky130_fd_sc_hd__ha_1 14%, sky130_fd_sc_hd__mux4_2 9.5%, sky130_fd_sc_hd__a21oi_1 7.4%	
synth_warnings	1	
utilization	0.3506	
vias_per_cell	6.457	
critical_path_buf_inv_count	4	
pre_cts_slack	7.121	ns
final_max_slew_violation_tally	0	
layout.cells.non_filler	1787	
initial_utilization	0.3084	
layout.area.seq	0	um2
dieWidth	177.5	um
postSynthCellCount	1372	
final.clkbuf_count	0	
drive_gt1_frac	0.08095	
total_gr_overflow	0	
[layer usage]
layer | share of wire | global-route usage | wire length [um] | vias to the layer above
met5 | 0 | 0 | 0 | -
met4 | 0.045 | 0.1204 | 2275 | 0
met3 | 0.077 | 0.03469 | 3881 | 123
met2 | 0.45 | 0.5076 | 22680 | 669
met1 | 0.42 | 0.4510 | 21280 | 5559
li1 | - | - | - | 5188
[tightest hold or removal path: stages]
cell and delay (ns):
sky130_fd_sc_hd__buf_2 0.25, sky130_fd_sc_hd__o211ai_1 0.18, sky130_fd_sc_hd__a211o_1 0.14, sky130_fd_sc_hd__o311ai_1 0.09, sky130_fd_sc_hd__clkdlybuf4s50_1 0.42
[per-stage QoR]
stage	area (um2)	hold WS (ns)	total power, uW
after floorplan	9236	8.001	161.1
after global placement	10500	8.969	261.7
after detailed placement	10500	8.980	259.0
after CTS	10500	8.994	260.2
after global routing	10500	9.053	283.4
final	10500	9.010	265.9
[cell usage after synthesis, types with 5 or more instances]
library cell / number
sky130_fd_sc_hd__a22oi_1: 22
sky130_fd_sc_hd__mux2_2: 13
sky130_fd_sc_hd__mux4_2: 39
sky130_fd_sc_hd__a211oi_1: 26
sky130_fd_sc_hd__o31ai_1: 9
sky130_fd_sc_hd__o21a_1: 6
sky130_fd_sc_hd__nand2b_1: 9
sky130_fd_sc_hd__ha_1: 104
sky130_fd_sc_hd__o221a_2: 5
sky130_fd_sc_hd__a211o_1: 5
sky130_fd_sc_hd__a221oi_1: 16
sky130_fd_sc_hd__nor2_1: 147
sky130_fd_sc_hd__nor4_1: 26
sky130_fd_sc_hd__inv_1: 98
sky130_fd_sc_hd__buf_2: 34
sky130_fd_sc_hd__a21oi_1: 136
sky130_fd_sc_hd__mux2i_1: 66
sky130_fd_sc_hd__o21bai_1: 17
sky130_fd_sc_hd__nand2_1: 118
sky130_fd_sc_hd__o211ai_1: 25
sky130_fd_sc_hd__a2111oi_0: 7
sky130_fd_sc_hd__xnor2_1: 19
sky130_fd_sc_hd__buf_4: 5
sky130_fd_sc_hd__a221o_1: 6
sky130_fd_sc_hd__a21o_1: 14
sky130_fd_sc_hd__o21ai_0: 103
sky130_fd_sc_hd__a31oi_1: 17
sky130_fd_sc_hd__o221ai_1: 12
sky130_fd_sc_hd__nand4_1: 11
sky130_fd_sc_hd__o22ai_1: 20
sky130_fd_sc_hd__nor3_1: 43
sky130_fd_sc_hd__nand3_1: 17
sky130_fd_sc_hd__buf_1: 9
sky130_fd_sc_hd__clkbuf_1: 63
sky130_fd_sc_hd__nor2b_1: 8
sky130_fd_sc_hd__and3_1: 11
[power by group through the flow]
stage	Sequential (uW)	Clock, uW	Combinational [uW]
after global routing	0	0	283
after CTS	0	0	260
[cell type report]
| class | count | area, um2 |
|---|---|---|
| multi-input cells | 1158 | 8367 |
| diodes | 1 | 2.502 |
| well taps | 390 | 488.0 |
| fillers | 3246 | 19450 |
| repair buffers | 138 | 1269 |
| inverters | 100 | 375.4 |
[cells by family (layout without fill, tap and decap cells)]
family | count (synthesis) | count (layout) | synth area share
simple gates | 418 | 418 | 0.2075
xor+xnor | 22 | 22 | 0.02086
fa+ha+maj | 106 | 106 | 0.1452
mux | 118 | 118 | 0.1825
compound gates | 494 | 494 | 0.3492
buf+inv | 214 | 238 | 0.09469
other cells | 0 | 1 | 0
[path summary, 6_finish.rpt]
| kind | startpoint | end | slack (ns) | cells after the start |
|---|---|---|---|---|
| max | alu1[5] | aluout[31] | 6.95 | 14 |
| min | opcode[0] | aluout[28] | 9.01 | 5 |
Power and IR drop assume default switching activity.
