File: config.mk
export PLATFORM = sky130hd
export DESIGN_NAME = fifo
export DESIGN_NICKNAME = fifo
export VERILOG_FILES = /design/flow/design.v
export SDC_FILE = /design/flow/constraint.sdc
export NUM_CORES = 4
export LEC_CHECK = 1
export CORE_UTILIZATION = 40
File: constraint.sdc
current_design fifo

set clk_period 6.4
set clk_io_pct 0.2

create_clock -name clk0 -period $clk_period [get_ports {clk}]

set non_clock_inputs [all_inputs -no_clocks]
set_input_delay [expr $clk_period * $clk_io_pct] -clock clk0 $non_clock_inputs
set_output_delay [expr $clk_period * $clk_io_pct] -clock clk0 [all_outputs]
File: design.v
module fifo(clk, reset, in, push, pop, out, full);
   parameter N=4;  
   parameter M=2;  
   input clk, reset, push, pop;
   input [M-1:0] in;
   output [M-1:0] out;
   output full;
   reg [(M * N - 1):0] W_t = 0;
   integer n = 0;   					 
   reg [M-1:0] out;
   reg full;
	always @(posedge clk or posedge reset)
		begin
			if (reset == 1) 
				begin
					W_t <= 0;
					n <= 0;
					full <= 0;
					out <= 0;
				end
			else 
				begin
					if (pop == 0 && push == 1)
						begin
							if (n < N)	 
								begin
									W_t <= (in << M * n) | W_t;
									n <= n + 1;
								end
						end
					else if (pop == 1 && push == 0)
						begin
							if (n != 0)
								begin
									W_t <= (W_t >> M);
									n <= n - 1;
								end
						end
					else if (pop == 1 && push == 1)
						begin
							if (n == 0)
								begin
									W_t <= in;
									n <= n + 1;
								end
							else
								begin
									W_t <= (W_t >> M);						 
									W_t <= (in << M * (n - 1)) | W_t;	 
								end
						end
					out <= n == 0 ? 0 : W_t & ((1 << M) - 1);	 
					full <= n < N ? 0 : 1;
				end
		end
endmodule
File: run.sh
#!/bin/bash
# OpenROAD 26Q1-2900-gdf79404cd8, Yosys 0.63+post, stock flow scripts
make -C /OpenROAD-flow-scripts/flow DESIGN_CONFIG=/design/flow/config.mk WORK_HOME=/design/flow/orfs finish
==> flow_metrics.tcl <==
# place-and-route summary
set metrics [dict create \
    status "completed" \
    seq_area_um2 1080 \
    maxSlewHeadroom 0.487 \
    max_stage_delay_ps 590 \
    final_cells 464 \
    antenna_cells 0 \
    cts_setup_buffers 0 \
    syn_area_per_cell_um2 8.63 \
    holdCritStartpoint "n[31]$_DFFE_PP0P_" \
    dp_cells 457 \
    postRouteAntennaNets 0 \
    row_count 32 \
    async_flop_share 1.00 \
    period_needed_ps 4090 \
    firstDrtPassIters 4 \
    drtIter0Drc 155 \
    hpwl_um 5270 \
    ff_type "dfrtp_1" \
    layout-drive-gt1-share 0.122 \
    grt_antenna_before_repair 0 \
    regToRegStartpoint "n[7]$_DFFE_PP0P_" \
    timing.final.crit_share 0.639 \
    wl_per_cell_um 15.7 \
    grt_usage 0.194 \
    routed-via-count 2625 \
    fin_setup_tns_ps 0 \
    grt_max_degree 44 \
    cts-root-buf "clkbuf_8" \
    hold_viol_final 0 \
    cp.arrival_ps 4310 \
    synth-adder-area-share 0.0316 \
    holdCritPathClass "reg2reg" \
    die_x_um 91.0 \
    finalSetupViolCount 0 \
    coreArea_um2 7690 \
    gp_congestion 0.934 \
    cts_resized 0 \
    io_buffers 8 \
    ys_ff 43 \
    fmax_mhz 245 \
    netlist_area_um2 3170 \
    drc 0 \
    viasPerCell 5.66 \
    io_pins 9 \
    hold_slack_ps 480 \
    leakagePower_uw 0.00135 \
    r2r_cells 7 \
    overflow 0 \
    path_class "in2reg" \
    cts_hold_buf 0 \
    rr_endpoint "W_t[2]$_DFFE_PP0P_" \
    ys_sh_simple 0.298 \
    ys_sh_xor 0.102 \
    ys_sh_mux 0.00830 \
    cts_sinks 43 \
    ys_warn_count 1 \
    dieArea_um2 8280 \
    report.final.slew_viol_count 0 \
    cts_buffers 5 \
    vdd_drop_max_mv 0.177 \
    warnings 30 \
    crit_fanout 16 \
    syn2layout_area_growth_pct 6.05 \
    htree_levels 2 \
    critPathCaptureType "flip-flop" \
    path_clk_slew_ps 80 \
    skew_ps 6.44 \
    ys_seq_share 0.340 \
    clkLatencyLatePin_ps 290 \
    ys_types 54 \
    yosys_area_um2 3170 \
    synth-edff-count 0 \
    fp-utilization 0.412 \
    power.density_nw_per_um2 276 \
    ys_sh_aoi 0.164 \
    tightest_slew_ps 758 \
    crit_chain "clkdlybuf4s50_1, inv_1, ha_1, nor2b_1, nor3_1, nand4_1, nor2_1, nand4_1, a21oi_2, xor2_1" \
    synthCells 367 \
    grt_pass1_wl_um 12600 \
    drt_wl_total_um 7300 \
    worstPathRequired_ps 6620 \
    yosys_cells 367 \
    r2r_setup_slack_ps 3040 \
    whs_path_depth 1 \
    fillerInstances 765 \
    crit_path_start_kind "input pin" \
    rsz0062_at_grt "false" \
    cts_tree "done" \
    logic_area_um2 1910 \
    holdPathEnd "n[31]$_DFFE_PP0P_" \
    crit_top_cell "nand4_1" \
    maxCapViolCount 0 \
    logic_family "simple AND/OR/NAND/NOR gates" \
    die_h_um 91.0 \
    clock_path_buffers 2 \
    critical_path.slowest_cell "nor3_1" \
    grt_pass1_vias 2444 \
]
how the worst max path moves through the flow:
stage | slack (ps) | cells after the start | to | start
4_1_cts | 2380 | 10 | n[30]$_DFFE_PP0P_ | pop
5_1_grt | 2060 | 10 | n[29]$_DFFE_PP0P_ | pop
6_report | 2310 | 10 | n[30]$_DFFE_PP0P_ | pop
cell families after synthesis:
| family | Yosys count |
|---|---|
| AND/OR/NAND/NOR | 166 |
| AND-OR/OR-AND | 74 |
| flip-flops | 43 |
| XOR/XNOR | 37 |
| buffers and inverters | 37 |
| adder cells (fa/ha/maj) | 8 |
| multiplexers | 2 |
where the power goes:
group          switching (uW)  internal (uW)  leakage, uW  total, uW
Combinational             196            143     0.000734        339
Clock                    90.5           84.8    0.0000470        175
Sequential               96.1            318     0.000567        414
Total                     383            545      0.00135        928
metal layers:
| metal | part of all wire | GRT usage | vias to the layer above |
|---|---|---|---|
| met2 | 0.45 | 0.290 | 44 |
| met4 | 0.011 | 0.0304 | 0 |
| met1 | 0.50 | 0.318 | 1253 |
| met3 | 0.035 | 0.0196 | 6 |
| li1 | - | - | 1322 |
| met5 | 0 | 0 | - |
cell type report:
type                    instances  share of cell area
clock inverters                 1             0.00149
repair buffers                 11              0.0306
multi-input cells             287               0.569
flip-flops and latches         43               0.320
clock buffers                   6              0.0246
well taps                     102              0.0380
inverters                      14              0.0156
layout by cell type, fill, tap and decap left out, types with 3 or more instances in the layout:
cell type        instances
a21oi_1                 12
a21oi_2                  8
a22oi_1                  7
a31oi_1                  7
and2_1                   4
and3_1                   3
buf_4                    3
clkbuf_8                 6
clkdlybuf4s50_1          8
dfrtp_1                 43
ha_1                     8
inv_1                   13
nand2_1                 30
nand2b_1                 3
nand3_1                 12
nand3b_1                 3
nand4_1                  9
nand4b_1                 7
nor2_1                  26
nor2_2                  13
nor2b_1                  5
nor3_1                  14
nor3b_1                  3
nor4_1                  14
nor4b_1                  4
o21ai_0                  4
o21ai_1                 11
o22ai_1                  4
o31ai_1                  6
o41ai_1                  4
or3_1                    4
or4_4                    3
xnor2_1                 16
xor2_1                  21
synth_stat cells, types with 3 or more instances:
cell | number | area share
and3_1 | 3 | 0.0059
o22ai_1 | 4 | 0.0079
a21oi_1 | 12 | 0.019
nand4b_1 | 7 | 0.019
buf_6 | 5 | 0.018
nor2b_1 | 5 | 0.0099
nand2b_1 | 3 | 0.0059
inv_1 | 14 | 0.017
a21oi_2 | 8 | 0.022
nor2_1 | 26 | 0.031
xnor2_1 | 16 | 0.044
clkbuf_1 | 15 | 0.018
or3_1 | 4 | 0.0079
nand3b_1 | 3 | 0.0071
nand3_1 | 12 | 0.019
nand2_1 | 30 | 0.036
xor2_1 | 21 | 0.058
o41ai_1 | 4 | 0.011
o21ai_1 | 11 | 0.017
o31ai_1 | 6 | 0.014
nor2_2 | 13 | 0.026
and2_1 | 4 | 0.0079
ha_1 | 8 | 0.032
nor4_1 | 14 | 0.028
nor3_1 | 14 | 0.022
nand4_1 | 9 | 0.018
a31oi_1 | 7 | 0.014
o21ai_0 | 4 | 0.0063
dfrtp_1 | 43 | 0.34
or4_4 | 3 | 0.011
nor4b_1 | 4 | 0.011
nor3b_1 | 3 | 0.0071
a22oi_1 | 7 | 0.017
flip-flops by register name, summed over array words and instances, names as in the netlist:
signal  count
out         2
full        1
n          32
W_t         8
metrics by stage:
| stage | setup WS [ps] | total power, uW | util | instance area [um2] |
|---|---|---|---|---|
| after floorplan | 3110 | 683 | - | 3170 |
| after global placement | 2240 | 755 | 0.425 | 3270 |
| after detailed placement | 2090 | 755 | 0.425 | 3270 |
| after CTS | 2380 | 936 | 0.437 | 3360 |
| after global routing | 2060 | 999 | 0.437 | 3360 |
| final | 2310 | 928 | 0.437 | 3360 |
critical path: cells and delay by family:
kind                     cells  cell delay [ps]
AND-OR/OR-AND                1              160
AND/OR/NAND/NOR              5             1630
XOR/XNOR                     1              140
adder cells (fa/ha/maj)      1              550
buffers and inverters        2              530
Power is estimated from default activity; no workload was simulated.
